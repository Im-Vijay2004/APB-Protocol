--- ./run.sh ---
#!/bin/bash
# OpenROAD 26Q1-2900-gdf79404cd8, Yosys 0.63+post, stock flow scripts
make -C /OpenROAD-flow-scripts/flow DESIGN_CONFIG=/design/flow/config.mk WORK_HOME=/design/flow/orfs finish
--- ./config.mk ---
export PLATFORM = sky130hd
export DESIGN_NAME = APB_TOP
export DESIGN_NICKNAME = APB_TOP
export VERILOG_FILES = /design/flow/design.v
export SDC_FILE = /design/flow/constraint.sdc
export NUM_CORES = 4
export LEC_CHECK = 1
export CORE_UTILIZATION = 40
--- ./constraint.sdc ---
current_design APB_TOP

set clk_period 1.3
set clk_io_pct 0.2

create_clock -name clk0 -period $clk_period [get_ports {PCLK}]

set non_clock_inputs [all_inputs -no_clocks]
set_input_delay [expr $clk_period * $clk_io_pct] -clock clk0 $non_clock_inputs
set_output_delay [expr $clk_period * $clk_io_pct] -clock clk0 [all_outputs]
--- ./design.v ---
module APB_MASTER(PCLK,PRESETn,PREADY,ST,WEN,APB_WADRS,APB_RADRS,APB_WDATA,PRDATA,PSEL,PLSVERR,PENABLE,PWRITE,PADDR,PWDATA,APB_RDATA_OUT);
input ST,WEN;
input [8:0] APB_WADRS,APB_RADRS;
input [7:0] APB_WDATA;
output [7:0] APB_RDATA_OUT;
input PCLK,PRESETn,PREADY;
input [7:0] PRDATA;
output reg PSEL,PLSVERR;
output reg PENABLE,PWRITE;
output reg [8:0] PADDR;
output reg [7:0] PWDATA;
reg [1:0] PS,NS;
localparam  IDLE=2'b00,
            SETUP=2'b01,
            ACCESS=2'b10;
reg setup_error;
reg invalid_read_paddr;
reg invalid_write_paddr;
reg invalid_write_data;
reg invalid_setup_error;
reg [7:0] rdata;
assign APB_RDATA_OUT = rdata;
wire READ_WRITE = WEN ? 0 : 1;
wire [8:0] apb_write_paddr = APB_WADRS;
wire [8:0] apb_read_paddr  = APB_RADRS;
wire [7:0] apb_write_data  = APB_WDATA;
always @(posedge PCLK)
begin
    if(!PRESETn)
        PS<=IDLE;
    else
        PS<=NS;
end
always @(PS,ST,PREADY)
begin
    case(PS)
        IDLE:
        begin
            if(ST)
            begin
                NS<=SETUP;
            end
            else
            begin
                NS<=IDLE;
            end
        end
        SETUP:
        begin
            NS<=ACCESS;
        end
        ACCESS:
        begin
            if(!PREADY)
                NS<=ACCESS;
            else
            begin
                if(ST)
                    NS<=SETUP;
                else
                    NS<=IDLE;
            end
        end
        default:NS<=IDLE;
    endcase
end
always @(PS,ST,PREADY)
begin
    case(PS)
        IDLE:
        begin
            PSEL     <= 0;
            PENABLE  <= 0;
            PWRITE   <= 0;
            PADDR    <= 0;
            PWDATA   <= 0;
            PLSVERR  <= 0;
        end
        SETUP:
        begin
            PSEL    <= 1;
            PENABLE <= 0;
            PWRITE  <= WEN;
            PADDR   <= WEN ? APB_WADRS : APB_RADRS;
            PWDATA  <= APB_WDATA;
        end
        ACCESS:
        begin
            PSEL    <= 1;
            PENABLE <= 1;
            if (!WEN && PREADY)
                rdata <= PRDATA;
        end
        default:
        begin
            PSEL     <= 0;
            PENABLE  <= 0;
            PWRITE   <= 0;
            PADDR    <= 0;
            PWDATA   <= 0;
            PLSVERR  <= 0;
        end
    endcase
end
always @(*)
begin
    if (!PRESETn)
    begin 
        setup_error         = 0;
        invalid_read_paddr  = 0;
        invalid_write_paddr = 0;
        invalid_write_data  = 0;
    end
    else
    begin	
        invalid_write_data  = (!READ_WRITE && (apb_write_data === 8'dx));
        invalid_read_paddr  = (READ_WRITE && (apb_read_paddr === 9'dx));
        invalid_write_paddr = (!READ_WRITE && (apb_write_paddr === 9'dx));
        if (PADDR > 9'h03F)
            setup_error = 1'b1;
        else
            setup_error = 1'b0;
    end
    invalid_setup_error = setup_error || invalid_read_paddr || invalid_write_data || invalid_write_paddr;
end
always @(posedge PCLK)
begin
    if(!PRESETn)
        PLSVERR <= 0;
    else
        PLSVERR <= invalid_setup_error;
end
endmodule
module APB_SLAVE(
 input PCLK,PRESETn,
 input PSEL,PENABLE,PWRITE,
 input [7:0]PADDR,PWDATA,
 output [7:0]PRDATA,
 output reg PREADY );
reg [7:0]reg_addr;
reg [7:0] mem [0:63];
assign PRDATA =  mem[reg_addr];
always @(*)
begin
 if(!PRESETn)
      PREADY = 0;
 else
 if(PSEL && !PENABLE && !PWRITE)
     begin PREADY = 0; end
 else if(PSEL && PENABLE && !PWRITE)
     begin  PREADY = 1;
            reg_addr =  PADDR; 
     end
 else if(PSEL && !PENABLE && PWRITE)
     begin  PREADY = 0; end
 else if(PSEL && PENABLE && PWRITE)
     begin  PREADY = 1;
            mem[PADDR] = PWDATA; end
 else PREADY = 0;
end
endmodule
module APB_TOP(
    input PCLK, PRESETn,
    input ST, WEN,
    input [8:0] APB_WADRS, APB_RADRS,
    input [7:0] APB_WDATA,
    output [7:0] APB_RDATA_OUT,
    output PSLVERR
);
    wire PSEL, PENABLE, PWRITE, PREADY;
    wire [8:0] PADDR;
    wire [7:0] PWDATA, PRDATA;
    APB_MASTER MASTER_INST (
        .PCLK(PCLK),
        .PRESETn(PRESETn),
        .PREADY(PREADY),
        .ST(ST),
        .WEN(WEN),
        .APB_WADRS(APB_WADRS),
        .APB_RADRS(APB_RADRS),
        .APB_WDATA(APB_WDATA),
        .PRDATA(PRDATA),
        .PSEL(PSEL),
        .PLSVERR(PSLVERR),
        .PENABLE(PENABLE),
        .PWRITE(PWRITE),
        .PADDR(PADDR),
        .PWDATA(PWDATA),
        .APB_RDATA_OUT(APB_RDATA_OUT)
    );
    APB_SLAVE SLAVE_INST (
        .PCLK(PCLK),
        .PRESETn(PRESETn),
        .PSEL(PSEL),
        .PENABLE(PENABLE),
        .PWRITE(PWRITE),
        .PADDR(PADDR[7:0]),  
        .PWDATA(PWDATA),
        .PRDATA(PRDATA),
        .PREADY(PREADY)
    );
endmodule
==> flow_metrics.tcl <==
# collected from the flow reports
set metrics [dict create \
    postCtsSetupBuffers 0 \
    warnings 31 \
    syn_area_um2 13400 \
    r2r-start "MASTER_INST.PS[2]" \
    gp_congestion 1.030 \
    synthTopCellsByArea "dlxtn_1, a32oi_1, nand3_1" \
    die_w_um 185.0 \
    arrival_ns 0.95 \
    synth_top_area_share_pct 60.63 \
    hold_class "reg2reg" \
    largest_area_cell "dlxtn_1" \
    synthArstFlopShare_pct 0 \
    routed_wl_um 58980 \
    portBuffers 31 \
    finalHoldViolCount 0 \
    synthCells 1362 \
    fp_util_pct 40.87 \
    critPathMaxFanout 7 \
    core_area_um2 32780 \
    cts_tree "done" \
    cts_buffer_depth 2 \
    hold_path.startpoint "MASTER_INST.PS[0]" \
    r2r_cells 1 \
    critPathLaunchType "primary input" \
    path_cells "clkdlybuf4s50_1 -> o21ai_0" \
    holdPathEnd "MASTER_INST.PS[2]" \
    synth-edff-count 0 \
    chipArea_um2 34230 \
    grt_pass1_wl_um 82410 \
    numSynthFlops 544 \
    synthToLayoutAreaGrowth_pct 7.135 \
    ys_cells 1362 \
    setup.worst_path.end_class "flop" \
    die_h_um 185.0 \
    postRouteAntennaNets 0 \
    hold_slack_ns 0.4939 \
    drt-initial-drc-count 1127 \
    cts_buffers 3 \
    power_density_nw_per_um2 64.20 \
    clk_pin_slew_worst_paths_ns 0.03 \
    top_cell "dlxtn_1" \
    overflow 0 \
    synth.avg_cell_area_um2 9.837 \
    ys.warnings.count 5 \
    grt_pass1_vias 10730 \
    cap_viol_max_count 0 \
    worst_path_dominant_cell_family "buffers and inverters" \
    path_buffers 1 \
    drive_above_1_share_pct 6.737 \
    ir_drop_uv 745.4 \
    untimed_endpoints 549 \
    num_vias 11620 \
    place_hpwl_um 38120 \
    cts_max_level 1 \
    cts_resized 0 \
    status "finished, final reports clean" \
    min_period_ns 0.8576 \
    fin_worst_skew_ns 0.002785 \
    cts_root_buf "clkbuf_16" \
    hold_buffers 0 \
    setup_viol 0 \
    slew_headroom_pct 35.89 \
    worstMarginPinSlew_ns 0.9528 \
    clock_latency_ns 0.22 \
    fmax_mhz 1166 \
    grt.total_usage_pct 36.72 \
    grt_setup_unrepaired "false" \
    wire_per_inst_um 32.99 \
    cpPeakStageDelay_ns 0.57 \
    io_pins 39 \
    drc 0 \
    tns_ns 0 \
    worst_r2r_endpoint "MASTER_INST.PS[1]" \
    crit_slowest_cell "clkdlybuf4s50_1" \
    antenna_found_initial 1 \
    grt_max_degree 65 \
    ff2ff_setup_slack_ns 0.51 \
    unclocked_pins 541 \
    drv_slew 0 \
    synthTopCellsByCount "dlxtn_1, a32oi_1, nand3_1, clkbuf_1, nand2_1" \
    hold_depth 2 \
    ys_types 63 \
    core.rowCount 66 \
    fin_crit_sh_pct 65.97 \
    cp.required_ns 1.39 \
    synth-main-ff-cell "dlxtn_1" \
    dr.pass1.iters 7 \
    yosys_area_um2 13400 \
    p_leak_uw 0.005913 \
    critPathKind "in2reg" \
    viasPerCell 6.497 \
]
[layer usage]
layer | wire [µm] | track usage, %
met1 | 23030 | 49.51
met2 | 25230 | 51.35
met3 | 7210 | 15.29
met4 | 3502 | 19.50
met5 | 0 | 0
[cell usage in the layout, fill, tap and decap left out, types with 4 or more instances in the layout]
master | Yosys | final
a32o_1 | 7 | 7
a21oi_1 | 18 | 18
o21ai_0 | 28 | 27
nand2_1 | 66 | 66
nor3_1 | 12 | 11
nor2b_1 | 18 | 17
a31oi_1 | 23 | 23
a22o_1 | 25 | 25
and4b_1 | 4 | 4
nand4_1 | 45 | 45
and3_1 | 35 | 35
nand3_1 | 87 | 87
dlxtn_1 | 541 | 533
diode_2 | 0 | 10
mux2i_1 | 17 | 17
nor4_1 | 16 | 15
buf_4 | 2 | 45
clkdlybuf4s50_1 | 0 | 31
and2_0 | 4 | 4
dlxtn_2 | 0 | 8
a22oi_1 | 50 | 50
mux2_2 | 10 | 10
a2111oi_0 | 5 | 5
a32oi_1 | 89 | 89
nor4bb_4 | 0 | 6
and2_1 | 25 | 24
a221oi_1 | 9 | 9
nor2_1 | 45 | 44
a21o_1 | 8 | 8
o2111ai_1 | 4 | 4
nand2b_1 | 6 | 6
[worst max-delay path by stage]
stage	from	cells after the start	end	slack, ns
4_1_cts	PRESETn	2	MASTER_INST.PS[0]	0.45
5_1_grt	PRESETn	3	MASTER_INST.PS[2]	0.35
6_report	PRESETn	2	MASTER_INST.PS[0]	0.44
[registers in the layout, indices dropped and copies added (netlist names)]
signal,count
MASTER_INST.PWDATA,8
SLAVE_INST.reg_addr,6
MASTER_INST.PWRITE,1
MASTER_INST.PADDR,6
MASTER_INST.PS,3
SLAVE_INST.mem,512
MASTER_INST.rdata,8
[report_power, final]
part           switching [µW]  internal [µW]  total, µW
logic                     111            110        221
registers                24.9            189        214
clock network            81.5            404        486
total                     217            704        922
[layout make-up]
| cell class | instances | area [µm²] |
|---|---|---|
| fillers | 3136 | 18430 |
| inverters | 3 | 11.26 |
| well taps | 442 | 553.0 |
| multi-input cells | 709 | 4845 |
| clock buffers | 4 | 78.83 |
| flip-flops and latches | 544 | 8193 |
| diodes | 10 | 25.02 |
| repair buffers | 76 | 648.1 |
[stage by stage]
stage,utilization (%),power [µW],area [µm²],instances,worst slack (ns)
floorplan,-,303.9,13400,1362,0.4980
global placement,43.47,432.2,14250,1774,0.2515
detailed placement,43.47,434.5,14250,1774,0.2162
CTS,43.71,931.1,14330,1778,0.4472
global route,43.71,971.0,14330,1778,0.3510
finish,43.78,921.5,14350,1788,0.4424
[kinds of logic (layout without fill, tap and decap cells)]
| family | after synthesis | in the layout | synth area share, % |
|---|---|---|---|
| buffers and inverters | 109 | 83 | 3.848 |
| muxes | 28 | 28 | 2.279 |
| AOI/OAI and AO/OA | 287 | 287 | 16.67 |
| other | 1 | 11 | 0.02799 |
| and+or+nand+nor | 393 | 393 | 16.10 |
| latches | 541 | 541 | 60.63 |
| DFF | 3 | 3 | 0.4483 |
Power is estimated from default activity; no workload was simulated.
